$ cat design/flow/run.sh
#!/bin/bash
# OpenROAD 26Q1-2900-gdf79404cd8, Yosys 0.63+post, stock flow scripts
make -C /OpenROAD-flow-scripts/flow DESIGN_CONFIG=/design/flow/config.mk WORK_HOME=/design/flow/orfs finish
$ cat design/flow/config.mk
export PLATFORM = sky130hd
export DESIGN_NAME = top
export DESIGN_NICKNAME = top
export VERILOG_FILES = /design/flow/design.v
export SDC_FILE = /design/flow/constraint.sdc
export NUM_CORES = 4
export LEC_CHECK = 1
export CORE_UTILIZATION = 30
$ cat design/flow/constraint.sdc
current_design top

set clk_period 10.5
set clk_io_pct 0.2

create_clock -name clk0 -period $clk_period [get_ports {clk}]

set non_clock_inputs [all_inputs -no_clocks]
set_input_delay [expr $clk_period * $clk_io_pct] -clock clk0 $non_clock_inputs
set_output_delay [expr $clk_period * $clk_io_pct] -clock clk0 [all_outputs]
$ cat design/flow/design.v
`default_nettype none
module top (
input               clk     ,  
input   wire        uart_rxd,  
output  wire        uart_txd,  
output  wire        led1,
output  wire        led2,
output  wire        led3,
output  wire        led4,
output  wire        led5
);
parameter CLK_HZ = 12000000;
parameter BIT_RATE =   115200;
parameter PAYLOAD_BITS = 8;
wire resetn;
reg [3:0] rststate = 4'h0;
assign resetn = &rststate;
always @(posedge clk) rststate <= rststate + !resetn;
wire [PAYLOAD_BITS-1:0]  uart_rx_data;
wire        uart_rx_valid;
wire        uart_rx_break;
wire        uart_tx_busy;
logic [PAYLOAD_BITS-1:0]  uart_tx_data;
logic        uart_tx_en;
logic        uart_tx_break;
reg  [PAYLOAD_BITS-1:0]  led_reg;
assign      {led4,led3,led2,led1} = led_reg[3:0];
reg green;
assign led5 = green;
always @(posedge clk) begin
    if(!resetn) begin
        led_reg <= 8'hFF;
    end else if(uart_rx_valid) begin
        led_reg <= uart_rx_data[7:0];
    end
end
parameter TX_BUFFER_BYTES = 32 ;
parameter TX_BUFFER = TX_BUFFER_BYTES * 8;
  reg [TX_BUFFER-1:0] tx_buf;
  reg [8:0] tx_size;
    reg delay ;
always @(posedge clk) begin
    uart_tx_en <= 1'b0;
    uart_tx_break <= 1'b0;
    delay <= 2'b0;
    if(!resetn) begin
        tx_size <= 8'h0;
    end else begin 
        if( !uart_tx_busy && !delay && tx_size > 0) begin
           uart_tx_en <= 1'b1;	
           delay <= 1'b1;  
           uart_tx_data <= tx_buf[TX_BUFFER-1:TX_BUFFER-8];
           tx_buf <= tx_buf<<8;
           tx_size <= tx_size -1;
	   if (tx_size == 2) begin
		uart_tx_break <= 1'b1;
	   end
        end
        if (tx_size ==0 && uart_rx_valid) begin
	      tx_size <= 8'd13;
              tx_buf[TX_BUFFER-1:TX_BUFFER -(8 * 13)] <= {8'haa, "allo\00World\r\n"};
        end
    end
end
always @(posedge clk) begin
    if(!resetn) begin
        green <= 1;
    end else if(uart_rx_valid) begin
       	green = ~green;
    end
end
uart_rx #(
.BIT_RATE(BIT_RATE),
.PAYLOAD_BITS(PAYLOAD_BITS),
.CLK_HZ  (CLK_HZ  )
) i_uart_rx(
.clk          (clk          ),  
.resetn       (resetn         ),  
.uart_rxd     (uart_rxd     ),  
.uart_rx_en   (1'b1         ),  
.uart_rx_break(uart_rx_break),  
.uart_rx_valid(uart_rx_valid),  
.uart_rx_data (uart_rx_data )   
);
uart_tx #(
.BIT_RATE(BIT_RATE),
.PAYLOAD_BITS(PAYLOAD_BITS),
.CLK_HZ  (CLK_HZ  )
) i_uart_tx(
.clk          (clk          ),
.resetn       (resetn       ),
.uart_txd     (uart_txd     ),
.uart_tx_en   (uart_tx_en   ),
.uart_tx_break   (uart_tx_break   ),
.uart_tx_busy (uart_tx_busy ),
.uart_tx_data (uart_tx_data ) 
);
endmodule
module uart_rx(
input  wire       clk          ,  
input  wire       resetn       ,  
input  wire       uart_rxd     ,  
input  wire       uart_rx_en   ,  
output wire       uart_rx_break,  
output wire       uart_rx_valid,  
output reg  [PAYLOAD_BITS-1:0] uart_rx_data    
);
parameter   BIT_RATE        = 115200;  
localparam  BIT_P           = 1_000_000_000 * 1/BIT_RATE;  
parameter   CLK_HZ          =    50_000_000;
localparam  CLK_P           = 1_000_000_000 * 1/CLK_HZ;  
parameter   PAYLOAD_BITS    = 8;
parameter   STOP_BITS       = 1;
localparam       CYCLES_PER_BIT     = BIT_P / CLK_P;
localparam       COUNT_REG_LEN      = 1+$clog2(CYCLES_PER_BIT);
reg rxd_reg;
reg rxd_reg_0;
reg [PAYLOAD_BITS-1:0] recieved_data;
reg stop_bit;
reg stop_bit_done;
reg [COUNT_REG_LEN-1:0] cycle_counter;
reg [3:0] bit_counter;
reg bit_sample;
reg [2:0] fsm_state;
reg [2:0] n_fsm_state;
localparam FSM_IDLE = 0;
localparam FSM_START= 1;
localparam FSM_RECV = 2;
localparam FSM_STOP = 3;
assign uart_rx_break = uart_rx_valid && ~|recieved_data && ~stop_bit;
assign uart_rx_valid = fsm_state == FSM_STOP && n_fsm_state == FSM_IDLE;
always @(posedge clk) begin
    if(!resetn) begin
        uart_rx_data  <= {PAYLOAD_BITS{1'b0}};
    end else if (fsm_state == FSM_STOP) begin
        uart_rx_data  <= recieved_data;
    end
end
wire next_bit     = cycle_counter == CYCLES_PER_BIT ||
                        fsm_state == FSM_START  && cycle_counter   == CYCLES_PER_BIT/2;
wire payload_done = bit_counter   == PAYLOAD_BITS  ;
always @(*) begin : p_n_fsm_state
    case(fsm_state)
        FSM_IDLE : n_fsm_state <= rxd_reg       ? FSM_IDLE : FSM_START;  
        FSM_START: n_fsm_state <= next_bit      ? FSM_RECV : FSM_START;  
        FSM_RECV : n_fsm_state <= payload_done  ? FSM_STOP : FSM_RECV ;  
        FSM_STOP : n_fsm_state <= stop_bit_done ? FSM_IDLE : FSM_STOP ;  
        default  : n_fsm_state <= FSM_IDLE;
    endcase
end
integer i = 0;
always @(posedge clk) begin : p_recieved_data
    stop_bit_done <= 1'b0;
    if(!resetn) begin
        recieved_data <= {PAYLOAD_BITS{1'b0}};
        stop_bit <= 1'b0;
    end else if(fsm_state == FSM_IDLE             ) begin
        recieved_data <= {PAYLOAD_BITS{1'b0}};
        stop_bit <= 1'b0;
    end else if(fsm_state == FSM_STOP && next_bit ) begin
        stop_bit <= bit_sample;
	stop_bit_done <= 1'b1;
    end else if(fsm_state == FSM_RECV && next_bit ) begin
        recieved_data[PAYLOAD_BITS-1] <= bit_sample;
        for ( i = PAYLOAD_BITS-2; i >= 0; i = i - 1) begin
            recieved_data[i] <= recieved_data[i+1];
        end
    end
end
always @(posedge clk) begin : p_bit_counter
    if(!resetn) begin
        bit_counter <= 4'b0;
    end else if(fsm_state != FSM_RECV) begin
        bit_counter <= {COUNT_REG_LEN{1'b0}};
    end else if(fsm_state == FSM_RECV && next_bit) begin
        bit_counter <= bit_counter + 1'b1;
    end
end
always @(posedge clk) begin : p_bit_sample
    if(!resetn) begin
        bit_sample <= 1'b0;
    end else if (cycle_counter == CYCLES_PER_BIT/2) begin
        bit_sample <= rxd_reg;
    end
end
always @(posedge clk) begin : p_cycle_counter
    if(!resetn) begin
        cycle_counter <= {COUNT_REG_LEN{1'b0}};
    end else if(next_bit) begin
        cycle_counter <= {COUNT_REG_LEN{1'b0}};
    end else if(fsm_state == FSM_START || 
                fsm_state == FSM_RECV  || 
                fsm_state == FSM_STOP   ) begin
        cycle_counter <= cycle_counter + 1'b1;
    end
end
always @(posedge clk) begin : p_fsm_state
    if(!resetn) begin
        fsm_state <= FSM_IDLE;
    end else begin
        fsm_state <= n_fsm_state;
    end
end
always @(posedge clk) begin : p_rxd_reg
    if(!resetn) begin
        rxd_reg     <= 1'b1;
        rxd_reg_0   <= 1'b1;
    end else if(uart_rx_en) begin
        rxd_reg     <= rxd_reg_0;
        rxd_reg_0   <= uart_rxd;
    end
end
endmodule
module uart_tx(
input  wire         clk           ,  
input  wire         resetn        ,  
output wire         uart_txd      ,  
output wire         uart_tx_busy  ,  
input  wire         uart_tx_en    ,  
input  wire         uart_tx_break ,  
input  wire [PAYLOAD_BITS-1:0]   uart_tx_data   
);
parameter   BIT_RATE        = 115200;  
localparam  BIT_P           = 1_000_000_000 * 1/BIT_RATE;  
parameter   CLK_HZ          =    50_000_000;
localparam  CLK_P           = 1_000_000_000 * 1/CLK_HZ;  
parameter   PAYLOAD_BITS    = 8;
parameter   STOP_BITS       = 1;
localparam       CYCLES_PER_BIT     = BIT_P / CLK_P;
localparam       COUNT_REG_LEN      = 1+$clog2(CYCLES_PER_BIT);
reg txd_reg;
reg [PAYLOAD_BITS-1:0] data_to_send;
reg uart_break;
reg [COUNT_REG_LEN-1:0] cycle_counter;
reg [3:0] bit_counter;
reg [2:0] fsm_state;
reg [2:0] n_fsm_state;
localparam FSM_IDLE = 0;
localparam FSM_START= 1;
localparam FSM_SEND = 2;
localparam FSM_STOP = 3;
assign uart_tx_busy = fsm_state != FSM_IDLE;
assign uart_txd     = txd_reg;
wire next_bit     = cycle_counter == CYCLES_PER_BIT;
wire payload_done = bit_counter   == PAYLOAD_BITS  ;
wire stop_done    = bit_counter   == STOP_BITS && fsm_state == FSM_STOP;
always @(*) begin : p_n_fsm_state
    if(!resetn) begin
          n_fsm_state = FSM_IDLE;
    end else begin
      case(fsm_state)
          FSM_IDLE : n_fsm_state = uart_tx_en   ? FSM_START: FSM_IDLE ;
          FSM_START: n_fsm_state = next_bit     ? FSM_SEND : FSM_START;
          FSM_SEND : n_fsm_state = payload_done ? FSM_STOP : FSM_SEND ;
          FSM_STOP : n_fsm_state = stop_done    ? FSM_IDLE : FSM_STOP ;
          default  : n_fsm_state = FSM_IDLE;
      endcase
    end
end
integer i = 0;
always @(posedge clk) begin : p_data_to_send
    if(!resetn) begin
        data_to_send <= {PAYLOAD_BITS{1'b0}};
        uart_break <= 1'b0;
    end else if(fsm_state == FSM_IDLE && uart_tx_en) begin
            uart_break <= uart_tx_break;
	    if (uart_tx_break) begin
              data_to_send <= {PAYLOAD_BITS{1'b0}};
            end else begin
              data_to_send <= uart_tx_data;
	    end
    end else if(fsm_state       == FSM_SEND       && next_bit ) begin
        for ( i = PAYLOAD_BITS-2; i >= 0; i = i - 1) begin
            data_to_send[i] <= data_to_send[i+1];
        end
    end
end
always @(posedge clk) begin : p_bit_counter
    if(!resetn) begin
        bit_counter <= 4'b0;
    end else if(fsm_state != FSM_SEND && fsm_state != FSM_STOP) begin
        bit_counter <= {COUNT_REG_LEN{1'b0}};
    end else if(fsm_state == FSM_SEND && n_fsm_state == FSM_STOP) begin
        bit_counter <= {COUNT_REG_LEN{1'b0}};
    end else if(fsm_state == FSM_STOP&& next_bit) begin
        bit_counter <= bit_counter + 1'b1;
    end else if(fsm_state == FSM_SEND && next_bit) begin
        bit_counter <= bit_counter + 1'b1;
    end
end
always @(posedge clk) begin : p_cycle_counter
    if(!resetn) begin
        cycle_counter <= {COUNT_REG_LEN{1'b0}};
    end else if(next_bit) begin
        cycle_counter <= {COUNT_REG_LEN{1'b0}};
    end else if(fsm_state == FSM_START || 
                fsm_state == FSM_SEND  || 
                fsm_state == FSM_STOP   ) begin
        cycle_counter <= cycle_counter + 1'b1;
    end
end
always @(posedge clk) begin : p_fsm_state
    if(!resetn) begin
        fsm_state <= FSM_IDLE;
    end else begin
        fsm_state <= n_fsm_state;
    end
end
always @(posedge clk) begin : p_txd_reg
    if(!resetn) begin
        txd_reg <= 1'b1;
    end else if(fsm_state == FSM_IDLE) begin
        txd_reg <= 1'b1;
    end else if(fsm_state == FSM_START) begin
        txd_reg <= 1'b0;
    end else if(fsm_state == FSM_SEND) begin
        txd_reg <= data_to_send[0];
    end else if(fsm_state == FSM_STOP) begin
        txd_reg <= (uart_break)? 1'b0:1'b1;
    end
end
endmodule
==> flow report <==
==================================================================================
Total number of vias ................................................         3406
Top-level port count ................................................            8
Global-route wire length before repair ..............................     15200 um
Path category of the worst min-delay check .......................... flip-flop to flip-flop
Pin count of the biggest net entering global routing ................           67
Top cells by area ................................................... sky130_fd_sc_hd__edfxtp_1 37%, sky130_fd_sc_hd__dfxtp_1 26%, sky130_fd_sc_hd__nor2_1 3.7%, sky130_fd_sc_hd__nor2b_1 3.4%, sky130_fd_sc_hd__or2_2 3.4%
Post-detailed-route wirelength per cell .............................      11.0 um
Setup repair after global routing missed its margin .................        false
Global-route total usage across every layer .........................        9.60%
Post-synth area from yosys stat .....................................    5790 um^2
Initial core utilization ............................................        30.7%
Launching point of the worst reg2reg path ........................... tx_size[3]$_SDFFE_PN0N_
Endpoint arrival time on the critical path ..........................      1.23 ns
Area inside the core boundary .......................................   18800 um^2
Area share of the largest cell type after synthesis .................        36.8%
Clock tree from TritonCTS ...........................................         done
HPWL after detailed placement .......................................      5040 um
Clock Pin Slew Worst Setup and Hold Paths ...........................      0.06 ns
Total die size ......................................................   19800 um^2
Maximum clock path buffer count .....................................            2
Number of buffers created by CTS ....................................           17
Top cell types by occurrence after synthesis ........................ 76 x sky130_fd_sc_hd__dfxtp_1, 71 x sky130_fd_sc_hd__edfxtp_1, 57 x sky130_fd_sc_hd__nor2_1, 31 x sky130_fd_sc_hd__nor2b_1, 31 x sky130_fd_sc_hd__or2_2
Syn Inst Count ......................................................          499
Flip-flop count of the largest register, all copies and words added .           63
Nature of the critical path startpoint ..............................    flip-flop
Total of max-cap violations .........................................            0
Vias per cell .......................................................         4.36
Antenna diode instance count ........................................            0
OpenROAD warning count ..............................................           31
Cell chain of the critical path ..................................... clkdlybuf4s50_1
Endpoints failing setup .............................................            0
Largest area contributor in the netlist ............................. sky130_fd_sc_hd__edfxtp_1
Summed instance area of the synthesized netlist .....................    5790 um^2
Post-detailed-route count of antenna-violating nets .................            0
Measured slew at the worst slew-check pin ...........................     0.851 ns
Most common cell in the netlist ..................................... sky130_fd_sc_hd__dfxtp_1
Count of pins over their slew limit .................................            0
Final Hold Viols ....................................................            0
Critical Path RT ....................................................      8.40 ns
Area of all placed cells without fillers ............................    6720 um^2
Source-to-sink clock delay at the later pin of the worst-skew pair ..      0.41 ns
Slack of the worst reg-to-reg path ..................................      7.58 ns
Hold EP ............................................................. uart_tx_data[6]$_DFFE_PP_
Count of input and output buffers ...................................            7
Remaining max-slew budget at the tightest pin .......................        42.5%
Cell area after placement ...........................................    6150 um^2
Detailed-route DRC error count ......................................            0
Synthesized area divided by synthesized cell count ..................    11.6 um^2
Dominant flop cell .................................................. sky130_fd_sc_hd__dfxtp_1
Type of the worst setup path ........................................ flip-flop to output pin
Clock sink count ....................................................          147
Cell family contributing the most delay on the critical path ........ buffers and inverters
Yosys cell count ....................................................          499
Post-cts sizing count ...............................................            0
PD cells ............................................................  174 nW/um^2
Largest stage delay, worst path .....................................      0.47 ns
Top achievable clock speed ..........................................    0.301 GHz
Root buffer cell .................................................... sky130_fd_sc_hd__clkbuf_16
Remaining global-route overflow .....................................            0
EDFF count, synth ...................................................           71
Synth-to-Final Area Change ..........................................        16.2%
Synth async-reset ratio .............................................           0%
Cell leakage power ..................................................      2.74 nW
Number of buffers and inverters on the critical path ................            1
Part of the Yosys area used for sequential elements .................        63.1%
Final worst clock skew ..............................................   0.00968 ns
Total of warnings raised by yosys ...................................            3
Drt first pass iters ................................................            4
Depth of the most critical reg-to-reg path ..........................            5
Placement Rows ......................................................           50
Via count of the first global-routing pass ..........................         3323
Width of the die ....................................................       141 um
Number of levels in the clock H-tree ................................            4
Highest fanout seen on the critical path ............................            2
Worst hold start .................................................... tx_buf[254]$_SDFFCE_PP0P_
DIE HEIGHT ..........................................................       141 um
Post-Route Setup TNS ................................................         0 ns
Largest registers in the final layout ............................... tx_buf (63), tx_size (9)
Critical R2R Capture ................................................ tx_buf[254]$_SDFFCE_PP0P_
Post-synthesis register bit count ...................................          147
Post-cts hold-fix buffer tally ......................................            0
Routability-driven placement congestion ratio .......................        0.817
Unique masters post-synth ...........................................           45
Layout cell share with drive strength beyond 1 ......................        14.2%
Setup fix buffers added after clock tree synthesis ..................            0
Most flops, register ................................................       tx_buf
Worst IR Drop VDD ...................................................     0.103 mV
Run status .......................................................... finished clean
Routed wire length ..................................................      8590 um
Instance count along the most critical hold path ....................            0
Final critical path time including I/O delays and setup .............      3.33 ns
Endpoint kind of the worst setup timing path ........................   output pin
Drt initial violations ..............................................          164
Crit share post-route ...............................................        31.7%
Max stage delay cell, worst path .................................... sky130_fd_sc_hd__clkdlybuf4s50_1
Number of filler instances in the final layout ......................         1740
Initial antenna violation count .....................................            0
==================================================================================
[cells by family after synthesis]
| group | after synthesis | synth area share [%] |
|---|---|---|
| xor gates and xnor gates | 26 | 3.94 |
| adders and majority gates | 13 | 2.81 |
| DFF | 147 | 63.1 |
| and+or+nand+nor | 211 | 19.3 |
| muxes | 16 | 2.98 |
| buffers and inverters | 36 | 2.46 |
| AOI/OAI and AO/OA | 50 | 5.36 |
[worst max path at each step]
stage	start	endpoint	slack (ns)	cells after the start
after CTS	green$_SDFFE_PN1N_	led5	7.16	1
final	green$_SDFFE_PN1N_	led5	7.17	1
after global routing	green$_SDFFE_PN1N_	led5	7.13	1
[area by class of cell]
class	count	area [um^2]	area share, %
inverter	15	56.3	0.838
multi-input combinational	316	2010	29.9
clock inverter	15	148	2.20
clock buffer	17	425	6.33
tap	260	325	4.84
sequential	147	3650	54.3
timing repair buffer	12	108	1.60
[power by group]
part	switching, mW	leakage (nW)	internal, mW
logic	0.0000232	1.03	0.000367
registers	0	1.44	0.595
clock network	0.243	0.271	0.333
total	0.243	2.74	0.928
[placed cells by master (no fill, tap or decap), drive strengths merged, types with 2 or more instances in the layout]
| cell | count |
|---|---|
| nor4 | 5 |
| o211ai | 2 |
| clkbuf | 17 |
| nor2b | 31 |
| edfxtp | 71 |
| inv | 23 |
| nor3 | 10 |
| and4 | 4 |
| a21oi | 20 |
| ha | 13 |
| o21ai | 12 |
| xnor2 | 14 |
| and3 | 3 |
| or4 | 2 |
| clkinvlp | 4 |
| clkinv | 2 |
| nor2 | 57 |
| nand3 | 13 |
| a211oi | 7 |
| nor3b | 7 |
| nand2b | 5 |
| buf | 5 |
| or3 | 6 |
| a22oi | 2 |
| mux2i | 15 |
| nand4 | 4 |
| or2 | 32 |
| nand2 | 28 |
| dfxtp | 76 |
| a31oi | 2 |
| xor2 | 12 |
| clkdlybuf4s50 | 7 |
[layer usage]
metal	routed length, um	GRT usage [%]
met1	4330	14.3
met2	3740	14.5
met3	403	3.18
met4	119	1.43
met5	0	0
[stage by stage]
| step | instances | util (%) | setup slack [ns] | power, mW | hold WS [ns] |
|---|---|---|---|---|---|
| after floorplan | 499 | - | 5.47 | 0.608 | 0.386 |
| after global placement | 750 | 32.7 | 7.61 | 0.608 | 0.402 |
| after detailed placement | 750 | 32.7 | 7.60 | 0.608 | 0.405 |
| after CTS | 782 | 35.7 | 7.16 | 1.18 | 0.419 |
| after global routing | 782 | 35.7 | 7.13 | 1.21 | 0.421 |
| final | 782 | 35.7 | 7.17 | 1.17 | 0.417 |
Power and IR drop assume default switching activity.
