File: /design/flow/run.sh
#!/bin/bash
# OpenROAD 26Q1-2900-gdf79404cd8, Yosys 0.63+post, stock flow scripts
make -C /OpenROAD-flow-scripts/flow DESIGN_CONFIG=/design/flow/config.mk WORK_HOME=/design/flow/orfs finish
File: /design/flow/config.mk
export PLATFORM = sky130hd
export DESIGN_NAME = blink
export DESIGN_NICKNAME = blink
export VERILOG_FILES = /design/flow/design.v
export SDC_FILE = /design/flow/constraint.sdc
export NUM_CORES = 4
export LEC_CHECK = 1
export CORE_AREA = 10 10 77 77
export DIE_AREA = 0 0 87 87
File: /design/flow/constraint.sdc
current_design blink

set clk_period 3.8
set clk_io_pct 0.2

create_clock -name clk0 -period $clk_period [get_ports {clk}]

set non_clock_inputs [all_inputs -no_clocks]
set_input_delay [expr $clk_period * $clk_io_pct] -clock clk0 $non_clock_inputs
set_output_delay [expr $clk_period * $clk_io_pct] -clock clk0 [all_outputs]
File: /design/flow/design.v
module blink(
    input clk,
    output  led
);
  reg [31:0]counter;
  initial counter = 32'd0;
  assign led = counter[21];
  always @(posedge clk) begin
        counter <= counter +1;
  end
endmodule
==> results_slide.txt <==
Run Summary

CTS
  – Clock buffer count from CTS: 3
  – Post-CTS Setup Repair Bufs: 0
  – # clock sinks: 22
  – Worst skew pair latency: 0.25 ns
  – CTS tree: built
  – CTS hold repair buffers: 0
  – Root Buffer: clkbuf_8
  – Clk buf depth: 2
  – H-Tree Depth: 1
  – Worst-path clk slew: 0.07 ns
  – Post-CTS Resized: 0

Min path
  – Hold_sp: counter[0]$_DFF_P_
  – Min-delay worst type: reg2reg

Layout
  – Largest Register: counter
  – Synthesis-to-finish area growth: 13.68%
  – Top Registers: counter: 22 flops
  – Layout cell share with drive strength beyond 1: 12.35%
  – Non-filler cells, final: 133
  – Filler cells: 448
  – Max FFs per register: 22

Flow run
  – OpenROAD warning count: 25
  – # Max-Cap Violations: 0

Worst setup path
  – Critical path, cell by cell: clkdlybuf4s50_1
  – Setup crit start kind: flop
  – Req. time, crit path: 3.04 ns
  – Crit path largest cell delay: 0.47 ns
  – Worst Setup End Kind: primary output
  – CP startpoint: counter[21]$_DFF_P_
  – Crit path kind: reg2out
  – Buffers & Inverters on Critical Path: 1
  – Critical-path top delay cell: clkdlybuf4s50_1
  – CP delay by family, top: buffers and inverters
  – Max FO, Critical Path: 2
  – Reg-to-reg startpoint: counter[7]$_DFF_P_
  – Arrival @ worst endpoint: 1.06 ns
  – R2r setup slk: 2.50 ns

Routing
  – Initial drt markers: 10
  – # DRC: 0
  – Routed Wire Length: 1.077 mm
  – DR WL/cell: 8.098 um
  – ANT cells: 0
  – Vias: 515
  – Post-DRT Antenna Nets: 0
  – DR pass1 iterations: 4
  – Via density: 3.872

Die
  – Rows: 24
  – Die X: 87 um
  – Die area: 7569 sq um
  – Die H: 87 um
  – CORE AREA: 4354 sq um
  – FP Util: 19.54%
  – I/O pins: 2

Global route
  – GRT Resource Usage Total: 3.261%
  – Initial antenna violation count: 0
  – Vias in the first global route: 498
  – Total grt overflow: 0
  – First-pass GRT wire length: 2.070 mm
  – Pin count of the biggest net entering global routing: 12

Placement
  – Post-DP HPWL: 805.2 um
  – Placed insts: 130
  – Placer congestion estimate: 0.6961
  – IO buf count: 1
  – Post-Place Worst Slack: 2.239 ns

Final timing
  – Worst-margin pin slew: 0.2584 ns
  – RSZ-0062 raised after global routing: false
  – Max Freq: 549.9 MHz
  – Final worst setup slack: 1.981 ns
  – Setup TNS: 0 ns
  – Count of final hold-check violations: 0
  – Final period util: 47.86%
  – Setup violators final: 0
  – Slew Limit Fails: 0
  – Clock Skew: 0.001108 ns
  – Final Critical Period: 1.819 ns
  – Slew HR: 82.73%

Yosys
  – Ys cells: 77
  – Yosys adder share: 1.471%
  – Ao+oa area frac: 0%
  – Mapped Avg Cell Area: 11.05 sq um
  – Synthesis Warnings: 1
  – Basic Gates by Area: 25.29%
  – Yosys stat area: 850.8 sq um
  – Syn Inst Count: 77
  – Sequential area share after synthesis: 51.76%
  – Xor/xnor share: 20.59%
  – #FFs+latches synth: 22
  – Synth cell types: 16
  – MUX area fraction: 0%
  – Synth Cell Area: 850.8 sq um
  – Main logic family: simple AND/OR/NAND/NOR gates

Run status
  – Run status: completed

Power and ir drop
  – Lkg Pwr: 0.3674 nW
  – P per Cell Area: 376.0 nW/um^2
  – Total Power: 363.7 uW
  – Max VDD drop: 0.0001802 V
[routing by layer]
metal | track usage [%] | vias up | wire length [um]
met2 | 4.664 | 4 | 429
met3 | 1.792 | 2 | 60
met1 | 4.391 | 243 | 580
met5 | 0 | - | 0
met4 | 0.2946 | 0 | 6
li1 | - | 266 | -
[final cells by class]
cell class / count / area (sq um) / share of cell area [%]
flip-flops and latches: 22 / 440.4 / 45.54
inverters: 2 / 7.507 / 0.7762
multi-input cells: 53 / 402.9 / 41.66
well taps: 52 / 65.06 / 6.727
clock buffers: 3 / 41.29 / 4.269
repair buffers: 1 / 10.01 / 1.035
[through the flow]
stage	hold slack (ns)	area [sq um]	util [%]
CTS	0.4030	967.2	22.21
detailed placement	0.3849	925.9	21.26
floorplan	0.3703	850.8	-
global route	0.4197	967.2	22.21
finish	0.3966	967.2	22.21
global placement	0.3796	925.9	21.26
[worst register-to-register path: cells and delay by family (launching register included)]
family	cells	cell delay [ns]
AND/OR/NAND/NOR	3	0.62
XOR/XNOR	1	0.15
flip-flops	1	0.43
[path summary, 6_finish.rpt]
check	cells past startpoint	to
max	1	led
min	1	counter[0]$_DFF_P_
max reg2reg	4	counter[19]$_DFF_P_
min reg2reg	1	counter[0]$_DFF_P_
[where the power goes]
group	leakage (nW)	internal, mW	switching, mW
registers	0.177	0.230	0
logic	0.169	0	0
clock network	0.0216	0.0704	0.0628
total	0.367	0.301	0.0628
[logic make-up after synthesis]
logic type,Yosys count
and+or+nand+nor,32
adders and majority gates,1
xor gates and xnor gates,20
DFF,22
buffers and inverters,2
[cell usage in the layout, fill, tap and decap left out]
cell / instances
dfxtp_1: 22
xnor2_1: 12
nand2_1: 8
xor2_1: 8
nand3_1: 7
nor2_1: 4
nand4_1: 3
clkbuf_8: 3
inv_1: 2
nand4_4: 2
nor2_4: 2
and3_2: 2
nor3_4: 1
and3_1: 1
nor3_1: 1
and4_1: 1
ha_1: 1
clkdlybuf4s50_1: 1
[cell usage after synthesis]
| cell type | n | share of area (%) |
|---|---|---|
| nand2_1 | 8 | 3.5 |
| nor3_1 | 1 | 0.59 |
| nor2_4 | 2 | 2.6 |
| nor2_1 | 4 | 1.8 |
| and3_1 | 1 | 0.74 |
| xor2_1 | 8 | 8.2 |
| nand4_4 | 2 | 5.0 |
| nor3_4 | 1 | 1.9 |
| xnor2_1 | 12 | 12 |
| and3_2 | 2 | 1.8 |
| nand4_1 | 3 | 2.2 |
| inv_1 | 2 | 0.88 |
| ha_1 | 1 | 1.5 |
| and4_1 | 1 | 1.0 |
| dfxtp_1 | 22 | 52 |
| nand3_1 | 7 | 4.1 |
Power figures rest on the tool's default switching activity, not on a simulated workload.
